<file path="run.sh">
#!/bin/bash
# OpenROAD 26Q1-2900-gdf79404cd8, Yosys 0.63+post, stock flow scripts
make -C /OpenROAD-flow-scripts/flow DESIGN_CONFIG=/design/flow/config.mk WORK_HOME=/design/flow/orfs finish
</file>
<file path="config.mk">
export PLATFORM = sky130hd
export DESIGN_NAME = Execute
export DESIGN_NICKNAME = Execute
export VERILOG_FILES = /design/flow/design.v
export SDC_FILE = /design/flow/constraint.sdc
export NUM_CORES = 4
export LEC_CHECK = 1
export CORE_UTILIZATION = 30
</file>
<file path="constraint.sdc">
current_design Execute

set clk_period 28.3
set clk_io_pct 0.2

create_clock -name clk0 -period $clk_period

set non_clock_inputs [all_inputs -no_clocks]
set_input_delay [expr $clk_period * $clk_io_pct] -clock clk0 $non_clock_inputs
set_output_delay [expr $clk_period * $clk_io_pct] -clock clk0 [all_outputs]
</file>
<file path="design.v">
module ALU(
    input [31:0] A,B,
    input [3:0] ALUop,
    output reg [31:0] Out
);
reg [31:0] out_internal;
always @(*) begin
    case (ALUop)
        4'd0: out_internal = A + B;     
        4'd1: out_internal = A - B;    
        4'd2: out_internal = A & B;    
        4'd3: out_internal = A | B;     
        4'd4: out_internal = A ^ B;    
        4'd5: out_internal = ($signed(A) < $signed(B)) ? 32'b1 : 32'b0;    
        4'd6: out_internal = (A < B) ? 32'b1 : 32'b0;
        4'd7: out_internal = A << B[4:0];    
        4'd8: out_internal = $signed(A) >>> B[4:0];    
        4'd9: out_internal = A >> B[4:0];   
        4'd10: out_internal = B;
        4'd11: out_internal = A;
        4'd15: out_internal = 32'b0;
        default: out_internal = 32'bxxxxxxxxxxxxxxxxxxxxxxxxxxxxxxxx;     
    endcase
end
assign Out = out_internal;
endmodule
module BranchControl (
    input [31:0] A, B,
    input [2:0] funct3,
    output condition_true
);
    wire test_less, unsigned_comparison, inv, is_less_than, is_equal;
    assign {test_less, unsigned_comparison, inv} = funct3;
    assign condition_true = inv ^ (test_less ? is_less_than : is_equal);
    branch_comp bc (
        .unsigned_comparison(unsigned_comparison),
        .A(A),
        .B(B),
        .less_than(is_less_than),
        .equal(is_equal)
    );
endmodule
module Execute (
    input [31:0] pc, reg_A, reg_B, imm, previous, writeback,
    input [3:0] alu_op,
    input is_jump, is_branch,
    input [2:0] funct3,
    input [4:0] rs1, rs2, prev_rd, wb_rd,
    input mem_we,
    input prev_reg_we, wb_reg_we,
    input prev_mem_rr, wb_mem_rr,
    input a_sel_reg, 
    input b_sel_reg, 
    output bubble, do_jump,
    output [31:0] result, store_data, jump_target
);
    wire [31:0] A, B, forwarded_A, forwarded_B;
    wire forward_A_alu, forward_B_alu, forward_A_wb, forward_B_wb;
    wire prev_bubble, wb_bubble;
    wire condition_true;
    assign A = a_sel_reg ? forwarded_A : pc;
    assign B = b_sel_reg ? forwarded_B : imm;
    assign forwarded_A = forward_A_alu ? previous : forward_A_wb ? writeback : reg_A;
    assign forwarded_B = forward_B_alu ? previous : forward_B_wb ? writeback : reg_B;
    assign forward_A_alu = rs1 == prev_rd && prev_rd != 5'd0 && prev_reg_we;
    assign forward_B_alu = rs2 == prev_rd && prev_rd != 5'd0 && prev_reg_we;
    assign forward_A_wb = rs1 == wb_rd && wb_rd != 5'd0 && wb_reg_we;
    assign forward_B_wb = rs2 == wb_rd && wb_rd != 5'd0 && wb_reg_we;
    assign do_jump = is_jump && (!is_branch || condition_true);
    assign jump_target = A + B;
    assign store_data = forwarded_B;
    assign prev_bubble = prev_mem_rr && prev_reg_we && (((a_sel_reg || is_branch) && rs1 != 5'd0 && rs1 == prev_rd) || ((b_sel_reg || mem_we || is_branch) && rs2 != 5'd0 && rs2 == prev_rd));
    assign wb_bubble = wb_mem_rr && wb_reg_we && (((a_sel_reg || is_branch) && rs1 != 5'd0 && rs1 == wb_rd) || ((b_sel_reg || mem_we || is_branch) && rs2 != 5'd0 && rs2 == wb_rd));
    assign bubble = prev_bubble || wb_bubble;
    ALU alu(A, B, alu_op, result);
    BranchControl bc(forwarded_A, forwarded_B, funct3, condition_true);
endmodule
module branch_comp (
  input unsigned_comparison,
  input [31:0] A,
  input [31:0] B,
  output less_than,
  output equal
);
  assign equal = A == B;
  assign less_than = unsigned_comparison ? A < B : $signed(A) < $signed(B);
endmodule
</file>
==> node_exporter_impl.prom <==
# HELP chip_impl_metric Yosys and OpenROAD flow results
# TYPE chip_impl_metric gauge
chip_impl_metric{name="postSynthCellCount",unit=""} 1911
chip_impl_info{name="outcome",value="finished, final reports clean"} 1
chip_impl_metric{name="worst-path-max-fanout",unit=""} 27
chip_impl_metric{name="cts_resized",unit=""} 0
chip_impl_info{name="critPathCapture",value="result[0]"} 1
chip_impl_metric{name="power.net_switching",unit="mW"} 0.272
chip_impl_metric{name="rows",unit=""} 74
chip_impl_metric{name="finalCritPeriodShare",unit=""} 0.663
chip_impl_metric{name="layout-area-overhead-vs-synth",unit="%"} 28.1
chip_impl_metric{name="floorplan.die_area",unit="um^2"} 43100
chip_impl_metric{name="hold_depth",unit=""} 3
chip_impl_metric{name="post-synth-top-area-fraction",unit=""} 0.164
chip_impl_metric{name="p_int",unit="mW"} 0.202
chip_impl_metric{name="power_switching_share",unit=""} 0.574
chip_impl_info{name="yosys-top-cells-area",value="mux2i_1 (16%), ha_1 (13%), a21oi_1 (5.8%)"} 1
chip_impl_metric{name="irDropWorstVdd",unit="uV"} 11.3
chip_impl_metric{name="synth-seq-area-share",unit=""} 0
chip_impl_metric{name="dr_total_vias",unit=""} 16200
chip_impl_metric{name="cts.hold.buffers_added",unit=""} 0
chip_impl_metric{name="report.final.slew_viol_count",unit=""} 0
chip_impl_metric{name="postCtsSetupBuffers",unit=""} 0
chip_impl_metric{name="postRouteWirelength",unit="um"} 69400
chip_impl_metric{name="yosys.stat.chipArea",unit="um^2"} 12700
chip_impl_metric{name="cp_data_required_time",unit="ns"} 22.64
chip_impl_metric{name="drt_iter0_drc",unit=""} 1621
chip_impl_info{name="grt_setup_unrepaired",value="false"} 1
chip_impl_metric{name="grt_start_max_net_pins",unit=""} 72
chip_impl_info{name="setup.worst_path.class",value="input port to primary output"} 1
chip_impl_metric{name="routed_wire_length_per_instance",unit="um"} 26.2
chip_impl_metric{name="boundaryPins",unit=""} 326
chip_impl_metric{name="post-route-min-period",unit="ns"} 18.76
chip_impl_metric{name="wire_length_of_the_first_global_routing_pass",unit="um"} 101000
chip_impl_metric{name="post-route-cell-area",unit="um^2"} 16200
chip_impl_metric{name="gp_congestion",unit=""} 1.05
chip_impl_metric{name="report.final.setup_viol",unit=""} 0
chip_impl_metric{name="tightest_slew",unit="ns"} 0.978
chip_impl_metric{name="buffers_added_on_ports",unit=""} 326
chip_impl_metric{name="first_global_vias",unit=""} 15300
chip_impl_metric{name="postPlaceCellArea",unit="um^2"} 16200
chip_impl_metric{name="finalNonFillerCells",unit=""} 2653
chip_impl_metric{name="antenna_found_initial",unit=""} 2
chip_impl_info{name="worst_setup_path_start_kind",value="input port"} 1
chip_impl_metric{name="final_antenna_net_count",unit=""} 0
chip_impl_metric{name="horizontal_die_dimension",unit="um"} 208
chip_impl_metric{name="track_usage",unit=""} 0.313
chip_impl_metric{name="fmax",unit="GHz"} 0.0533
chip_impl_metric{name="placed_cells",unit=""} 2652
chip_impl_metric{name="stage_log_warnings",unit=""} 97
chip_impl_metric{name="firstDrtPassIters",unit=""} 6
chip_impl_metric{name="global_route.overflow_total",unit=""} 0
chip_impl_info{name="timing.critical_path.to_type",value="primary output"} 1
chip_impl_metric{name="post-route-drc-count",unit=""} 0
chip_impl_metric{name="dieHeight",unit="um"} 208
chip_impl_metric{name="flop_area",unit="um^2"} 0
chip_impl_metric{name="power_per_cell_area",unit="nW/um^2"} 29.2
chip_impl_metric{name="setup_total_negative_slack",unit="ns"} 0
chip_impl_metric{name="fillCellCount",unit=""} 4337
chip_impl_metric{name="layout.sequential_cells",unit=""} 0
chip_impl_metric{name="arrival",unit="ns"} 13.10
chip_impl_metric{name="dpl.hpwl",unit="um"} 56500
chip_impl_metric{name="final-hold-violation-count",unit=""} 0
chip_impl_metric{name="fp-utilization",unit=""} 0.307
chip_impl_info{name="min_path_type",value="input port to primary output"} 1
chip_impl_metric{name="layout.area.comb",unit="um^2"} 11500
chip_impl_metric{name="slew_headroom",unit=""} 0.330
chip_impl_metric{name="synth-cells-yosys",unit=""} 1911
chip_impl_metric{name="layout-drive-gt1-share",unit=""} 0.0514
chip_impl_metric{name="routed_via_density",unit=""} 6.10
chip_impl_info{name="post-synth-top-area-cell",value="mux2i_1"} 1
chip_impl_metric{name="clock_buffer_count",unit=""} 0
chip_impl_metric{name="synthesis.area_per_instance",unit="um^2"} 6.64
chip_impl_metric{name="synth.yosys.warnings",unit=""} 2
chip_impl_metric{name="leakage",unit="nW"} 6.59
chip_impl_metric{name="cap_violations",unit=""} 0
chip_impl_metric{name="post_synth_instance_area",unit="um^2"} 12700
chip_impl_metric{name="synthDistinctLibCells",unit=""} 81
chip_impl_info{name="setup.worst_path.start",value="prev_rd[1]"} 1
chip_impl_metric{name="coreArea",unit="um^2"} 41300
-- through the flow --
| step | total power [mW] | setup WS, ns | util | hold slack (ns) |
|---|---|---|---|---|
| after floorplan | 0.257 | 11.92 | - | 11.35 |
| after global placement | 0.464 | 9.87 | 0.393 | 12.22 |
| after detailed placement | 0.462 | 9.67 | 0.393 | 12.24 |
| after CTS | 0.464 | 9.68 | 0.393 | 12.25 |
| after global routing | 0.503 | 9.22 | 0.393 | 12.26 |
| final | 0.474 | 9.54 | 0.393 | 12.24 |
-- area by class of cell --
type               count  area share
inverters            151      0.0351
repair buffers       360       0.216
multi-input cells   1609       0.708
well taps            532      0.0410
diodes                 1    0.000154
-- worst min path at each step --
stage / slack [ns] / end / start
finish: 12.24 / do_jump / is_jump
CTS: 12.25 / do_jump / is_jump
global route: 12.26 / do_jump / is_jump
-- cell usage after synthesis, types with 24 or more instances --
| cell | count |
|---|---|
| nand2_1 | 178 |
| inv_1 | 144 |
| ha_1 | 129 |
| a221oi_1 | 31 |
| nor3_1 | 44 |
| nor4_1 | 27 |
| clkbuf_1 | 96 |
| a21oi_1 | 147 |
| a21o_1 | 31 |
| o211ai_1 | 33 |
| buf_2 | 25 |
| a211oi_1 | 30 |
| nand2b_1 | 24 |
| xnor2_1 | 59 |
| nand3_1 | 65 |
| o21ai_0 | 129 |
| mux2i_1 | 208 |
| nor2_1 | 136 |
| a31oi_1 | 29 |
-- layer usage --
metal	vias up	GRT usage	wire length (um)
met5	-	0	13
met4	2	0.113	2890
met3	131	0.0681	6960
met2	934	0.484	30600
met1	7606	0.427	29000
li1	7504	-	-
-- worst max-delay path: stages --
cell	delay [ns]
clkdlybuf4s50_1	0.48
or4_1	0.56
o21ai_2	0.54
or3_1	0.49
nand2_2	0.49
o221ai_1	0.73
inv_1	0.17
ha_1	0.27
fa_1	0.46
o21bai_1	0.22
a21o_1	0.19
a21oi_1	0.13
o31a_1	0.35
nand3_1	0.17
a31oi_1	0.14
a21oi_1	0.29
nand3_1	0.15
a211oi_1	0.23
nor3_1	0.17
nor4_1	0.60
nor2_1	0.15
clkdlybuf4s50_1	0.44
-- logic make-up after synthesis --
group,share of synthesized area
AOI/OAI and AO/OA,0.334
and+or+nand+nor,0.208
buffers and inverters,0.0983
muxes,0.183
adders and majority gates,0.130
xor gates and xnor gates,0.0463
-- power groups by stage --
stage	combinational, mW	sequential (mW)	clock, mW
4_1_cts	0.464	0	0
5_1_grt	0.503	0	0
-- cells in the final DEF (no fill, tap or decap), drive strengths merged, types with 11 or more instances in the layout --
master	n
o31ai	11
a211oi	31
o21ai	133
o211ai	35
nand3	65
o22ai	22
o21bai	13
nor4	27
a22oi	19
clkdlybuf4s50	324
nor2b	17
nand2	180
nand2b	24
a221oi	31
o21a	11
ha	129
a21oi	148
o221ai	17
nor2	137
inv	151
a31oi	29
a311oi	12
buf	36
a21o	31
nor3	44
o221a	24
mux2i	210
nand4	14
xnor2	59
Power and IR drop assume default switching activity.
