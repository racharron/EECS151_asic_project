File: design.v
`timescale 1ns/1ns
module REGISTER(q, d, clk);
  parameter N = 1;
  output reg [N-1:0] q;
  input [N-1:0]      d;
  input 	     clk;
  initial q = {N{1'b0}};
  always @(posedge clk)
    q <= d;
endmodule  
module REGISTER_CE(q, d, ce, clk);
  parameter N = 1;
  output reg [N-1:0] q;
  input [N-1:0]      d;
  input 	      ce, clk;
  initial q = {N{1'b0}};
  always @(posedge clk)
    if (ce) q <= d;
endmodule  
module REGISTER_R(q, d, rst, clk);
  parameter N = 1;
  parameter INIT = {N{1'b0}};
  output reg [N-1:0] q;
  input [N-1:0]      d;
  input 	      rst, clk;
  initial q = INIT;
  always @(posedge clk)
    if (rst) q <= INIT;
    else q <= d;
endmodule  
module REGISTER_R_CE(q, d, rst, ce, clk);
  parameter N = 1;
  parameter INIT = {N{1'b0}};
  output reg [N-1:0] q;
  input [N-1:0]      d;
  input 	      rst, ce, clk;
  initial q = INIT;
  always @(posedge clk)
    if (rst) q <= INIT;
    else if (ce) q <= d;
endmodule  
module RAM(q, d, addr, we, clk);
   parameter DWIDTH = 8;                
   parameter AWIDTH = 8;                
   parameter DEPTH = 256;               
   input [DWIDTH-1:0] d;                
   input [AWIDTH-1:0] addr;             
   input 	      we, clk;
   reg [DWIDTH-1:0]   mem [DEPTH-1:0];
   output [DWIDTH-1:0] q;
   always @(posedge clk)
      if (we) mem[addr] <= d;
   assign d = mem[addr];
endmodule  
module REG_1W2R(d0, addr0, we, q1, addr1, q2, addr2, clk);
  parameter DWIDTH = 32;   
  parameter AWIDTH = 5;   
  parameter DEPTH = 32;  
  input clk;
  input [DWIDTH-1:0] d0;     
  input [AWIDTH-1:0] addr0;  
  input              we;    
  input [AWIDTH-1:0] addr1;  
  output [DWIDTH-1:0] q1;
  input [AWIDTH-1:0] addr2;  
  output [DWIDTH-1:0] q2;
  reg [DWIDTH-1:0] mem [0:DEPTH-1];
  integer i;
  initial begin
    for (i = 0; i < DEPTH; i = i + 1) begin
      mem[i] = 0;
    end
  end
  always @(posedge clk) begin
    if (we)
      mem[addr0] <= d0;
  end
  assign q1 = mem[addr1];
  assign q2 = mem[addr2];
endmodule 
File: run.sh
#!/bin/bash
# OpenROAD 26Q1-2900-gdf79404cd8, Yosys 0.63+post, stock flow scripts
make -C /OpenROAD-flow-scripts/flow DESIGN_CONFIG=/design/flow/config.mk WORK_HOME=/design/flow/orfs finish
File: config.mk
export PLATFORM = sky130hd
export DESIGN_NAME = REG_1W2R
export DESIGN_NICKNAME = REG_1W2R
export VERILOG_FILES = /design/flow/design.v
export SDC_FILE = /design/flow/constraint.sdc
export NUM_CORES = 4
export LEC_CHECK = 1
export CORE_UTILIZATION = 30
File: constraint.sdc
current_design REG_1W2R

set clk_period 8.5
set clk_io_pct 0.2

create_clock -name clk0 -period $clk_period [get_ports {clk}]

set non_clock_inputs [all_inputs -no_clocks]
set_input_delay [expr $clk_period * $clk_io_pct] -clock clk0 $non_clock_inputs
set_output_delay [expr $clk_period * $clk_io_pct] -clock clk0 [all_outputs]
==> changes_impl.md <==
### Metrics

- Outcome: finished clean
- RSZ-0062 raised after global routing: false
- Worst-path clk slew: approximately 0.060 ns
- Port bufs: between 100 and 150
- Critical Path Max Stage Delay: between 0.7 and 0.8 ns
- Non-Filler Instances: 5719
- Share of cells above drive strength 1: 0.09053
- Relative slew slack: 0.3305
- Core footprint: around 160000 um2
- Initial DRC count: around 2100
- Final setup fails: 0
- Pin count of the biggest net entering global routing: slightly below 90
- Wirelength per Cell: 26.73 um
- Post-CTS setup buffer count: 0
- Initial antenna violation count: 6
- Largest registers: mem x1024
- Grt total ovfl: 0
- Hold Path Class: in -> reg
- Crit start category: input pin
- Flop pwr share: 0.503
- WS Path Type: in -> out
- Post-synth top flop: edfxtp_1
- Std cell rows: 147
- Worst vdd ir: 0.0001463 V
- Final Core Density: 0.3472
- Final setup TNS: 0 ns
- Yosys reg bits: around 1000
- Global-route wire length before repair: 220000 um
- Final instance area: 55880 um2
- I/O pin cnt: about 110
- Worst-path maximum fanout: 30
- H-tree depth: 3
- Final Hold Fails: 0
- YS warnings: 1
- Leakage: 0.02012 uW
- Routed Antenna Nets: 0
- Clock buffer count from CTS: 103
- Worst path most repeated cell: clkdlybuf4s50_1
- CTS tree: done
- CP top delay family: buffers and inverters
- Yosys cell types: 23
- Post-CTS Resized: 0
- MaxCap Viol Count: 0
- Clk root buf: clkbuf_16
- Ys async rst share: 0
- Clock network power share: 0.404
- Vias: 30883
- Period utilization: 0.7945
- Max Slew Vio Count: 0
- Placed inst area: 52520 um2
- Number of flip-flops in the largest register: 1024
- Net Sw Power: 2626 uW
- Vias in the first global route: 32100
- Cell Chain, Critical Path: clkdlybuf4s50_1, nor2b_4, buf_4, nand2_1, a31oi_1, nand3_1, clkdlybuf4s50_1
- Worst EP required: 6.80 ns
- Clock sink count: 1024
- Syn avg cell area: 14.41 um2
- Routed Wire Length: around 150000 um
- Yosys cell count: 3386
- Chip area line of the yosys report: 48790 um2
- Area growth from synthesis to layout: 14.53%
- Sw Ratio: 0.2340
- Log Warnings: 26
- Register with the most flip-flops: mem
- DIE WIDTH: 405.3 um
- Hold_buf cts: 0
- Worst EP arrival: 5.05 ns
- Int Pwr: 8597 uW
- Gate power share: 0.093
- Endpoint type of the worst setup path: output port
- Placed Cells: 5531
- Die height: 405.3 um
- Pwr/cell area: 200.8 nW/um2
- Synth Cell Area: between 40000 and 50000 um2
- DRC viols: 0
- Starting Density: 0.3032
- All-Layer GR Usage: 0.1949
- Worst path bufs/invs: 3
- Period minus WS final: 6.753 ns
- Worst-Margin Slew: 1.001 ns
- Die area: between 150000 and 200000 um2
- Hold WS: 1.808 ns
- Gate Count Post-Synth: roughly 3400
- Max clock buf depth: 3
- Slowest-stage cell, CP: nor2b_4
- Fmax: 148.1 MHz
- HPWL after DPL: 86240 um
- Register area share after synthesis: 0.6303
- TritonRoute pass-1 iters: 7
- Post-synth EDFFs: 1024
- Final RePlAce weighted congestion: 0.8746
- Routed vias/inst: 5.400
final timing paths:
| kind | startpoint | endpoint | depth (start not counted) |
|---|---|---|---|
| worst max-delay path | addr2[2] | q2[1] | 7 |
| worst min-delay path | d0[17] | mem[26][17] | 2 |
metrics by stage:
step                setup WS, ns  total power (uW)
finish                     1.747             11220
global route               1.647             11530
CTS                        1.780             11290
detailed placement         1.788              6782
global placement           1.781              6779
floorplan                  4.041              6326
routing by layer:
metal	part of all wire	GRT usage	vias to the layer above
li1	-	-	13585
met1	0.37	0.2388	15379
met2	0.47	0.3036	1619
met3	0.13	0.1048	286
met4	0.033	0.05296	14
met5	0.00098	0.007731	-
power groups by stage:
stage	sequential (uW)	combinational [uW]	clock, uW
after CTS	5640	1040	4610
after global routing	5650	1100	4780
final	5640	1040	4540
cell usage after synthesis (all sizes together), types with 3 or more instances:
library cell  instances  area, um2
a22oi               192       1441
clkbuf               90      352.8
a31oi                64      400.4
a21oi               192      960.9
nand2b                4      25.02
edfxtp             1024      30750
nand3b                5      37.54
nand3               194      970.9
nand2               195      732.0
nor2                 35      131.4
mux2i              1024      10250
nor2b                 4      25.02
or3b                  3      26.28
nor3                 64      320.3
a22o                128       1121
buf                 163       1214
layout by cell type, fill, tap and decap left out, types with 3 or more instances in the layout:
master and instances:
mux2i_1 1024, edfxtp_1 1024, nand3_1 194, nand2_1 193
a22oi_1 192, a21oi_1 192, a22o_1 128, clkdlybuf4s50_1 110
buf_4 109, clkbuf_16 103, nor3_1 64, a31oi_1 64
nor2_4 34, clkinv_1 32, clkinv_2 17, buf_12 17
bufinv_16 12, clkbuf_1 11, nand3b_1 5, nor2b_4 4
nand2b_2 4, clkinv_8 4, or3b_2 3, clkinvlp_4 3
kinds of logic (layout without fill, tap and decap cells):
logic type	Yosys count	after routing	share of synthesized area
compound gates	576	576	0.08042
buf+inv	253	424	0.03211
flops	1024	1024	0.6303
mux	1024	1024	0.2101
other cells	0	2	0
simple gates	509	509	0.04714
final cells by class:
type / instances / area [um2]
Sequential cell: 1024 / 30750
Fill cell: 15191 / 105100
Antenna cell: 2 / 5.005
Multi-Input combinational cell: 2109 / 16780
Tap cell: 2160 / 2703
Clock buffer: 114 / 2619
Timing Repair Buffer: 238 / 2290
Clock inverter: 72 / 734.5
Power and IR drop assume default switching activity.
