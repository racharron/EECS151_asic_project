File: flow/run.sh
#!/bin/bash
# OpenROAD 26Q1-2900-gdf79404cd8, Yosys 0.63+post, stock flow scripts
make -C /OpenROAD-flow-scripts/flow DESIGN_CONFIG=/design/flow/config.mk WORK_HOME=/design/flow/orfs finish
File: flow/config.mk
export PLATFORM = sky130hd
export DESIGN_NAME = Regfile
export DESIGN_NICKNAME = Regfile
export VERILOG_FILES = /design/flow/design.v
export SDC_FILE = /design/flow/constraint.sdc
export NUM_CORES = 4
export LEC_CHECK = 1
export CORE_UTILIZATION = 30
File: flow/constraint.sdc
current_design Regfile

set clk_period 8.1
set clk_io_pct 0.2

create_clock -name clk0 -period $clk_period [get_ports {clk}]

set non_clock_inputs [all_inputs -no_clocks]
set_input_delay [expr $clk_period * $clk_io_pct] -clock clk0 $non_clock_inputs
set_output_delay [expr $clk_period * $clk_io_pct] -clock clk0 [all_outputs]
File: flow/design.v
module Regfile (
    input clk,
    input stall,
    input we,   
    input [4:0] ra1, ra2, wa,  
    input [4:0] prev_ra1, prev_ra2,
    input [31:0] wd,  
    output [31:0] rd1, rd2  
);
    reg saved_stall, saved_did_write, forward_A, forward_B;
    reg [31:0] A, B, A_stall, B_stall, prev_wd;
    reg [31:0] registers [31:1];
    assign rd1 = saved_did_write && forward_A ? prev_wd : saved_stall ? A_stall : A;
    assign rd2 = saved_did_write && forward_B ? prev_wd : saved_stall ? B_stall : B;
    always @(posedge clk) begin
        A <= ra1 == 5'd0 ? 32'd0 : registers[ra1];
        B <= ra2 == 5'd0 ? 32'd0 :  registers[ra2];
        A_stall <= prev_ra1 == 5'd0 ? 32'd0 : registers[prev_ra1];
        B_stall <= prev_ra2 == 5'd0 ? 32'd0 : registers[prev_ra2];
        forward_A <= (stall ? wa == prev_ra1 : wa == ra1);
        forward_B <= (stall ? wa == prev_ra2 : wa == ra2);
        saved_stall <= stall;
        saved_did_write <= we && wa != 5'd0;
        if (we && wa != 5'd0) begin
            registers[wa] <= wd;
            prev_wd <= wd;
        end
    end
endmodule
==> results.toml <==
# yosys + openroad results
[clocking]
post_cts_resized = 0
clock_path_buffers = 3
clk_pin_slew_ns = 0.06
holdBufCountCts = 0
cts.sinks = 1156
cts_tree = "done"
cts_setup_buffers = 0
h-tree-depth = 4
cts_buffers = 135
worstSkewPairLatency_ns = 0.80
root_buffer = "clkbuf_16"

[drt]
via_per_inst = 6.385
wl_per_cell_um = 38.81
drc = 0
ant_nets = 0
num_vias = 49440
drt_wl_total_um = 300500
first_iter_violations = 4272
drtPass1Iterations = 6

[global_routing]
grt.total_usage_pct = 28.03
grt_pass1_wl_um = 407300
antenna_found_initial = 18
first_global_vias = 51278
grt_max_degree = 64
globalRoute.totalOverflow = 0

[floorplan]
die_w_um = 474.5
fp.dieArea_um2 = 225200
design.core.area_um2 = 222100
num_rows = 173
ios = 124
die_y_um = 474.5
initial_utilization_pct = 30.16

[critical_path]
worstSetupPathType = "reg2out"
cp-startpoint = "saved_stall$_DFF_P_"
worst_r2r_path_depth = 4
cp-endpoint = "rd2[5]"
r2r_setup_slack_ns = 6.00
arrival_ns = 4.11
critPathRequiredTime_ns = 6.48
r2r-end = "A_stall[16]$_SDFF_PN0_"
reg2reg_from = "registers[26][16]$_DFFE_PP_"
worstSetupEndpointType = "primary output"
path_max_fanout = 20
cp-start-kind = "flip-flop"

[cells_and_area]
syn_to_final_growth_pct = 14.04
final_util_pct = 34.39
final_layout_size_suffix_gt1_share_pct = 23.78

[logic_synthesis]
synthArstFlopShare_pct = 0
syn_area_per_cell_um2 = 14.68
ys_seq_share_pct = 49.86
yosys_area_um2 = 66980
netlist_area_um2 = 66980
synthCells = 4564
synth_top_flop_cell = "edfxtp_1"
edf_count = 1024
ys_types = 47
top_area_share_pct = 45.91
synthTopCellsByArea = "edfxtp_1 (46%), mux4_2 (18%), mux2i_1 (14%), dfxtp_1 (3.9%), a22oi_1 (2.1%)"
synth-cells-yosys = 4564
ys_ff = 1156
most_common_cell = "edfxtp_1"
common_cells = "edfxtp_1 (1024), mux2i_1 (932), mux4_2 (522)"
largest_area_cell = "edfxtp_1"
yosysWarnings = 1

[place]
io_buffer_count = 123
routabilityCongestion = 1.038
dp_hpwl_um = 187900

[power_and_ir_drop]
power_density_nw_per_um2 = 196.4
leakage_nw = 25.82
peakVddDrop_mv = 0.2197

[outcome]
status = "complete, no violations"

[worst_hold_path]
hold_class = "reg2reg"

[final_timing]
report.final.slew_viol_count = 0
timing.slew.headroom_pct = 20.81
hold_slack_ns = 0.7281
setup_viol = 0
setup_tns_ns = 0
fin_skew_ns = 0.03102
grt_setup_unrepaired = "no"
worstMarginPinSlew_ns = 1.188
final-hold-violation-count = 0
finalCritPeriodShare_pct = 70.79
max_freq_mhz = 174.4
fin_crit_ns = 5.734

[run]
max_cap_viol_count = 0
warnings = 26
[metrics by stage]
stage	std cells	total power [mW]	instance area (µm²)	setup slack, ns
4_1_cts	7722	14.96	76320	2.385
5_1_grt	7727	15.31	76340	2.277
3_3_place_gp	7476	8.974	71980	3.023
2_1_floorplan	4564	7.974	66980	3.915
3_5_place_dp	7476	8.976	71980	3.064
6_report	7743	15.00	76380	2.366
[final cells by class]
class,instances,area [µm²]
clock inverters,66,571.8
repair buffers,386,3308
clock buffers,180,3774
well taps,2975,3722
diodes,21,52.55
multi-input cells,2959,31550
fillers,20956,145700
flip-flops and latches,1156,33400
[how the worst min path moves through the flow]
stage                          start               end  cells past startpoint
4_1_cts   registers[1][10]$_DFFE_PP_  A[10]$_SDFF_PN0_                      2
5_1_grt   registers[1][10]$_DFFE_PP_  B[10]$_SDFF_PN0_                      2
6_report  registers[1][10]$_DFFE_PP_  B[10]$_SDFF_PN0_                      2
[cell families after synthesis]
kind of cell,Yosys count,share of synthesized area [%]
compound gates,990,11.23
xor+xnor,10,0.1308
buf+inv,449,3.611
flops,1156,49.86
mux,1477,31.87
simple gates,482,3.305
[layout by cell type (no fill, tap or decap), types with 24 or more instances in the layout]
cell,instances
edfxtp_1,1024
mux2i_1,932
mux4_2,522
buf_4,262
nor2_1,258
a22oi_1,188
o22ai_1,152
clkbuf_16,140
dfxtp_1,131
o221ai_1,126
a211oi_1,125
clkdlybuf4s50_1,107
nand2_1,70
o2bb2ai_1,66
a21oi_1,66
o21ai_0,63
a22o_1,59
o41ai_1,56
a2111oi_0,38
nor2_4,31
clkbuf_1,28
nor4_1,24
[registers in the layout, indices dropped and copies added (netlist names)]
signal           count
A                   32
A_stall             32
B                   32
B_stall             32
forward_A            1
forward_B            1
prev_wd             32
registers          992
saved_did_write      1
saved_stall          1
[worst max-delay path, cell delays in order (launching register included)]
cell	delay, ns
dfxtp_4	0.68
buf_4	0.58
buf_4	0.54
mux2i_1	0.15
o21ai_0	0.71
clkdlybuf4s50_1	0.61
[power breakdown]
| part | switching [mW] | leakage [nW] | internal, mW |
|---|---|---|---|
| sequential | 0.0933 | 10.4 | 6.65 |
| combinational | 1.37 | 13.3 | 0.817 |
| clock | 2.57 | 2.13 | 3.51 |
[routing by layer]
| layer | vias to the layer above | part of all wire [%] | GRT usage, % |
|---|---|---|---|
| li1 | 19463 | - | - |
| met2 | 4506 | 42 | 38.06 |
| met3 | 1170 | 19 | 24.16 |
| met5 | - | 0.45 | 4.910 |
| met1 | 24250 | 30 | 27.49 |
| met4 | 51 | 8.5 | 18.49 |
Power figures rest on the tool's default switching activity, not on a simulated workload.
